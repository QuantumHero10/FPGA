## design/flow/config.mk

```make
export PLATFORM = sky130hd
export DESIGN_NAME = datausb1
export DESIGN_NICKNAME = datausb1
export VERILOG_FILES = /design/flow/design.v
export SDC_FILE = /design/flow/constraint.sdc
export NUM_CORES = 4
export LEC_CHECK = 1
export CORE_AREA = 10 10 104 104
export DIE_AREA = 0 0 114 114
```

## design/flow/design.v

```verilog
module datausb1(
    input wire clk,           
    input wire rst,           
    output wire tx,           
    output wire tx_ready,     
    input wire [7:0] data,    
    input wire start_tx       
);
reg [11:0] baud_counter;     
reg [9:0] bit_counter;       
reg [7:0] tx_data;           
reg tx_busy;                 
reg tx_bit;                  
assign tx = tx_bit;          
assign tx_ready = ~tx_busy;  
always @(posedge clk or posedge rst) begin
    if (rst) begin
        baud_counter <= 0;
        bit_counter <= 0;
        tx_data <= 8'b0;
        tx_busy <= 0;
    end else if (start_tx && !tx_busy) begin
        baud_counter <= 0;
        bit_counter <= 0;
        tx_data <= data;
        tx_busy <= 1;
    end else if (baud_counter == 0 && bit_counter < 10) begin
        baud_counter <= 520;  
        tx_bit <= tx_data[bit_counter];
        bit_counter <= bit_counter + 1;
    end else if (baud_counter == 0 && bit_counter == 10) begin
        baud_counter <= 520;  
        tx_bit <= 1;  
        bit_counter <= 0;
        tx_busy <= 0;
    end else begin
        baud_counter <= baud_counter - 1;
    end
end
endmodule
```

## design/flow/constraint.sdc

```tcl
current_design datausb1

set clk_period 4.8
set clk_io_pct 0.2

create_clock -name clk0 -period $clk_period [get_ports {clk}]

set non_clock_inputs [all_inputs -no_clocks]
set_input_delay [expr $clk_period * $clk_io_pct] -clock clk0 $non_clock_inputs
set_output_delay [expr $clk_period * $clk_io_pct] -clock clk0 [all_outputs]
```

## design/flow/run.sh

```bash
#!/bin/bash
# OpenROAD 26Q1-2900-gdf79404cd8, Yosys 0.63+post, stock flow scripts
make -C /OpenROAD-flow-scripts/flow DESIGN_CONFIG=/design/flow/config.mk WORK_HOME=/design/flow/orfs finish
```

==> results.toml <==
# physical design summary
[timing]
setup_tns_ns = 0
fin_crit_sh_pct = 47.5
worst_slew_pin_slew_ns = 0.787
setup_ws_ns = 2.52
skew_ns = 0.0140
maxSlewViolCount = 0
clock.fmax_mhz = 438
hold_violations = 0
max_slew_margin_pct = 47.4
min_period_ns = 2.28
rsz0062_at_grt = "false"
setup_viol = 0

[placed_design]
place_inst = 265
place_ws_ns = 2.24
gp_congestion = 0.816
portBuffers = 12
placed_area_um2 = 1790
dp_hpwl_mm = 2.05

[synth]
yosysTopAreaCellShare_pct = 50.6
yosys_cells = 146
synth_area_per_cell_um2 = 10.5
synthArstFlopShare_pct = 96.9
synth_top_cell_by_area = "dfrtp_1"
synth_area_um2 = 1530
ys_ff = 32
synth-main-ff-cell = "dfrtp_1"
synth-area-yosys_um2 = 1530
synthDistinctLibCells = 38
edf_count = 1
yosys-top-cells-area = "dfrtp_1 51%, nand2_1 7.3%, xor2_1 4.0%, nor2_1 3.7%, mux4_2 2.9%"
yosysSeqAreaShare_pct = 52.6
synth_warnings = 1
synth_cells = 146

[worst_setup_path]
crit_arrival_ns = 2.48
r2r_slack_ns = 2.81
endpoint = "bit_counter[2]"
r2r_cells = 6
reg2reg_to = "tx_bit"
r2r-start = "baud_counter[0]"
startpoint = "start_tx"
cp.required_ns = 4.99
cp-end-kind = "flip-flop"
start_kind = "input port"
critPathMaxFanout = 14
worstSetupPathType = "in2reg"

[global_routing]
grt_pass1_wl_mm = 5.04
overflow = 0
grt_usage_pct = 4.58
grt_pass1_vias = 1091
antenna_found_initial = 0
grt_start_max_net_pins = 32

[layout]
fillCellCount = 956
syn2layout_area_growth_pct = 23.7
final_common_cell = "dfrtp_1"
fin_cells = 273
layout.cells.most_common_list = "31 x dfrtp_1, 30 x nand2_1, 15 x nor2_1"
drive_above_1_share_pct = 13.3
final_area_um2 = 1900

[cts]
clock_sinks = 32
cts_buffer_depth = 2
cts_setup_buffers = 0
clock_latency_ns = 0.28
clockRootBuffer = "clkbuf_8"
cts_buffers = 5
htreeDepth = 2
clk_pin_slew_ns = 0.07
cts_tree = "built"
cts_hold_buf = 0
cts_resized = 0

[drt]
drt_iter0_markers = 82
postRouteAntennaNets = 0
via_count = 1035
vias_per_cell = 3.79
wl_per_cell_um = 10.4
drc_errors = 0
diodes = 0
wl_mm = 2.83
first_pass_iters = 4

[power_and_ir_drop]
p_per_area_nw_per_um2 = 452
p_total_w = 0.000856
p_leak_nw = 0.813
ir_worst_vdd_mv = 0.214

[floorplan]
num_rows = 34
fp.dieArea_um2 = 13000
core_area_um2 = 8680
fp_util_pct = 17.7
dieWidth_um = 114
boundaryPins = 13
die_y_um = 114

[job]
tool_warnings = 26
max-cap-violations = 0

[outcome]
status = "complete, no violations"

[min_path]
hp-class = "reg2reg"
==> cell type report <==
cell class	count	area [µm²]	share of cell area, %
clock inverter	2	35.0	1.85
tap	108	135	7.13
clock buffer	6	72.6	3.83
inverter	8	30.0	1.58
multi-input combinational	103	682	36.0
timing repair buffer	14	135	7.13
sequential	32	806	42.5
==> metal layers <==
| metal | vias to the layer above | track usage (%) | wire [µm] |
|---|---|---|---|
| met4 | 0 | 0.835 | 47 |
| met1 | 487 | 6.32 | 1430 |
| met2 | 16 | 7.06 | 1230 |
| li1 | 527 | - | - |
| met3 | 5 | 1.38 | 126 |
| met5 | - | 0 | 0 |
==> registers in the layout, indices dropped and copies added, names as in the netlist <==
name / cells
baud_counter: 12
bit_counter: 10
tx_data: 8
tx_bit: 1
tx_busy: 1
==> synthesized netlist by cell type, types with 2 or more instances <==
| master | n |
|---|---|
| a21oi_1 | 2 |
| dfrtp_1 | 31 |
| xnor2_1 | 3 |
| nand4b_1 | 2 |
| and2_1 | 2 |
| nor2b_1 | 3 |
| nor2_1 | 15 |
| inv_1 | 8 |
| nand2_1 | 30 |
| and2_2 | 4 |
| or3_1 | 2 |
| nand3_1 | 5 |
| mux4_2 | 2 |
| nor3_1 | 2 |
| ha_1 | 3 |
| clkbuf_1 | 2 |
| xor2_1 | 7 |
| o21ai_0 | 2 |
| nand2b_1 | 2 |
==> power breakdown <==
group | switching (W) | total (W) | internal, W
logic | 0.0000932 | 0.000198 | 0.000104
registers | 0.0000769 | 0.000410 | 0.000333
clock network | 0.0000949 | 0.000249 | 0.000154
==> worst max-delay path: stages <==
cell	delay (ns)
clkdlybuf4s50_1	0.41
nand2b_1	0.38
nand3_1	0.21
or2_2	0.35
o221ai_1	0.17
==> worst min path at each step <==
stage                   start              end  depth (start not counted)
finish        baud_counter[0]  baud_counter[0]                          1
CTS           baud_counter[0]  baud_counter[0]                          1
global route  baud_counter[0]  baud_counter[0]                          1
==> stage by stage <==
| stage | hold slack, ns | util [%] |
|---|---|---|
| 2_1_floorplan | 0.426 | - |
| 3_3_place_gp | 0.445 | 20.6 |
| 3_5_place_dp | 0.454 | 20.6 |
| 4_1_cts | 0.460 | 21.8 |
| 5_1_grt | 0.484 | 21.8 |
| 6_report | 0.461 | 21.8 |
==> kinds of logic after synthesis <==
kind of cell	Yosys count	share of synthesized area [%]
AND-OR/OR-AND	11	5.31
adder cells (fa/ha/maj)	3	2.45
XOR/XNOR	10	5.71
buffers and inverters	11	2.94
flip-flops	32	52.6
multiplexers	3	3.59
AND/OR/NAND/NOR	76	27.4
Power and IR drop assume default switching activity.
